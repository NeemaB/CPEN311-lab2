==> flow/design.v <==
module datapath_circle(clock, resetb, pixel, init_vars, 
					   init_circle, load_crit, load_offsety, 
					   load_offsetx, load_circle, x, y, 
					   crit_condition, offset_condition, 
					   colour, circle_num);
	input clock, resetb;
	input init_circle, init_vars, load_circle, load_crit, load_offsety, load_offsetx;
	input [3:0] pixel;
	output crit_condition, offset_condition;
	output reg [7:0] x;
	output reg [6:0] y;
	output reg [2:0] colour;
	output reg [2:0] circle_num;
	reg signed[8:0] crit, next_crit;
	reg [7:0] offsetx, offsety;
	wire [7:0] next_offsetx, next_offsety;
	reg [7:0] center_x, center_y, radius;
	wire [2:0] next_circle;
	assign crit_condition = (crit <= 0) ? 1 : 0;
	assign offset_condition = (offsety <= offsetx) ? 1 : 0;
	assign next_offsetx = (init_vars == 1) ? radius : offsetx - 1;
	assign next_offsety = (init_vars == 1) ? 0 : offsety + 1;
	assign next_circle = (init_circle == 1) ? 1 : circle_num + 1;
	always_comb begin
		if(init_vars == 1)
			next_crit = (1 - radius);
		else if(crit <= 0) 
			next_crit = (crit + 2 * offsety + 1);
		else 
			next_crit = (crit + 2 * (offsety - offsetx) + 1);
		case(circle_num)
			1: begin
			   center_x = 30;
			   center_y = 40;
			   radius = 20;
			   colour = 3'b001;
			   end
			2: begin
			   center_x = 80;
			   center_y = 40;
			   radius = 20;
			   colour = 3'b111;
			   end
			3: begin
			   center_x = 130;
			   center_y = 40;
			   radius = 20;
			   colour = 3'b100;
			   end
			4: begin
			   center_x = 55;
			   center_y = 80;
			   radius = 20;
			   colour = 3'b110;
			   end
			5: begin
			   center_x = 105;
			   center_y = 80;
			   radius = 20;
			   colour = 3'b010;
			   end
			default: begin
				center_x = 0;
				center_y = 0;
				radius = 0;
				colour = 3'b000;
				end
		endcase
		case(pixel)
			1: begin 
				x = center_x + offsetx;
				y = center_y + offsety;
				end
			2: begin 
				x = center_x + offsety;
				y = center_y + offsetx;
				end
			3: begin
				x = center_x - offsetx;
				y = center_y + offsety;
				end
			4: begin
				x = center_x - offsety;
				y = center_y + offsetx;
				end
			5: begin
				x = center_x - offsetx;
				y = center_y - offsety;
				end
			6: begin
				x = center_x - offsety;
				y = center_y - offsetx;
				end
			7: begin
				x = center_x + offsetx;
				y = center_y - offsety;
				end
			8: begin
				x = center_x + offsety;
				y = center_y - offsetx;
				end
			default: begin
				x = 0;
				y = 0;
				end
		endcase		
	end
	always_ff @(posedge clock, negedge resetb) begin
		if(resetb == 0)begin
			crit = 0;
			offsetx = 0;
			offsety = 0;
			circle_num = 1;
		end
		else begin 
			if(load_crit == 1)
				crit = next_crit;
			if(load_offsetx == 1)
				offsetx = next_offsetx;
			if(load_offsety == 1)
				offsety = next_offsety;
			if(load_circle == 1)
				circle_num = next_circle;
		end
	end
endmodule	
==> flow/run.sh <==
#!/bin/bash
# OpenROAD 26Q1-2900-gdf79404cd8, Yosys 0.63+post, stock flow scripts
make -C /OpenROAD-flow-scripts/flow DESIGN_CONFIG=/design/flow/config.mk WORK_HOME=/design/flow/orfs finish
==> flow/config.mk <==
export PLATFORM = sky130hd
export DESIGN_NAME = datapath_circle
export DESIGN_NICKNAME = datapath_circle
export VERILOG_FILES = /design/flow/design.v
export SDC_FILE = /design/flow/constraint.sdc
export NUM_CORES = 4
export LEC_CHECK = 1
export CORE_UTILIZATION = 50
==> flow/constraint.sdc <==
current_design datapath_circle

set clk_period 7.0
set clk_io_pct 0.2

create_clock -name clk0 -period $clk_period [get_ports {clock}]

set non_clock_inputs [all_inputs -no_clocks]
set_input_delay [expr $clk_period * $clk_io_pct] -clock clk0 $non_clock_inputs
set_output_delay [expr $clk_period * $clk_io_pct] -clock clk0 [all_outputs]
==> GITHUB_STEP_SUMMARY <==
### Metrics collected by this job

| Metric | Value |
|---|---|
| Inserted Clock Buffers | 3 |
| Met2 WL | 4470 µm |
| Number of buffers added on ports | 34 |
| Register area share after synthesis | 17.6% |
| Cell Type Count | 70 |
| Max transition margin | 44.7% |
| H-tree depth | 1 |
| Peak VDD IR | 0.146 mV |
| Ys flop type | dfrtp_1 |
| Sum Neg Setup Slack | 0 ps |
| Endpoints failing setup | 0 |
| Number of DRC markers after the initial detailed-route iteration | 246 |
| Final cell count without fillers | 640 |
| P per Cell Area | 329 mW/mm² |
| Fill count | 719 |
| I/O pins | 35 |
| Die ar. | 0.00833 mm² |
| Tool warnings | 33 |
| Yosys cell count | 518 |
| Initial DRT Pass Iterations | 5 |
| Fin crit share | 95.7% |
| Synth warn | 1 |
| Via count | 3,734 |
| Vias in the first global route | 3,337 |
| Worst Setup End Kind | output port |
| Hold_buf cts | 0 |
| Final Max Tran Viols | 0 |
| Resize count post-CTS | 0 |
| Max layer used | met4 |
| Layout area overhead | 10.9% |
| Row count | 32 |
| Worst path arrival time | 5300 ps |
| Ys flops | 28 |
| Die Height | 91.3 µm |
| Max Buffers Root-to-Sink | 2 |
| Fin crit period | 6700 ps |
| FF+latch area | 702 µm² |
| Pleak | 1.89 nW |
| Placed cell count | 636 |
| First-pass GRT wire length | 17,300 µm |
| Power consumption | 1.46 mW |
| Max_cap viols | 0 |
| Post-synthesis async set-or-reset flop share | 100% |
| CP Max Fanout | 12 |
| Worst endpoint required time | 5600 ps |
| Antenna violation net count after detailed routing | 0 |
| Post-CTS setup buffers | 0 |
| DRT Wirelength | 10,300 µm |
| Status | complete, no violations |
| Syn Inst Count | 518 |
| Count of library flops with an enable pin | 0 |
| Clock latency on the worst-skew pair | 280 ps |
| Hold WC Path Type | flop to flop |
| Clk_skew | 18.8 ps |
| Total grt overflow | 0 |
| Type of the worst setup path | input port to output port |
| Clk slew on worst S/H paths | 90 ps |
| Final Hold Viols | 0 |
| Core area | 0.00773 mm² |
| HPWL Detailed | 8140 µm |
| MI comb area | 0.00301 mm² |
| GPL Wtd Cong | 0.921 |
| TritonCTS clock tree | built |
| Pin count of the biggest net entering global routing | 29 |
| Startpoint Class | input port |
| Gr usage total | 26.7% |
| Unrepaired setup endpoints after global routing | no |
| DR DRC count | 0 |
| Metal3 WL | 621 µm |
| Clk sinks | 28 |
| Share of layout cells above drive strength 1 | 5.39% |
| ANT cells | 0 |
| Via/cell ratio | 5.83 |
| YS chip area | 0.00398 mm² |
| Max Freq | 0.149 GHz |
| Syn Std Cell Area | 0.00398 mm² |
| M1 WL | 5240 µm |
| Worst-margin pin slew | 829 ps |
| Fp util | 51.6% |
| Initial antenna violation count | 0 |
| Syn avg cell area | 7.69 µm² |
| Drt wl/cell | 16.2 µm |
| Die x size | 91.3 µm |
| Clk root buf | clkbuf_8 |
==> cell usage after synthesis (8+ instances only) <==
master,n,area [µm²]
xor2_1,13,114
xnor2_1,26,228
inv_1,37,139
nor3_1,23,115
a21o_1,11,82.6
dfrtp_1,27,676
nand2_1,40,150
nand2b_1,8,50.1
o21ai_0,47,235
clkbuf_1,14,52.6
o22ai_1,8,50.1
nor2_1,55,206
a21oi_1,32,160
ha_1,44,551
==> registers in the layout (all words and copies together), names as in the netlist <==
| name | flops |
|---|---|
| crit | 9 |
| circle_num | 3 |
| offsety | 8 |
| offsetx | 8 |
==> layout make-up <==
type / count / area share (%)
Inverter: 37 / 3.14
Clock buffer: 4 / 1.25
Tap cell: 102 / 2.89
Multi-Input combinational cell: 429 / 68.1
Timing Repair Buffer: 40 / 8.72
Sequential cell: 28 / 15.9
==> layer usage <==
layer,up-vias,track usage (%)
met5,-,0
met4,0,0.661
met3,2,3.40
met2,114,40.1
met1,1718,44.2
li1,1900,-
==> power breakdown <==
part | leakage, nW | switching, mW | internal [mW]
combinational | 1.51 | 0.532 | 0.536
sequential | 0.354 | 0.0833 | 0.200
clock | 0.0288 | 0.0534 | 0.0504
==> critical path, stage by stage <==
cell and delay (ps):
clkdlybuf4s50_1 670, inv_1 190, o21ai_0 190, a21oi_1 80, or2_2 410, a31oi_1 250, ha_1 270, a21o_1 170
a21oi_1 210, o21ai_0 170, o41ai_1 350, xnor3_1 370, and2_1 160, clkdlybuf4s50_1 390
==> worst paths after layout <==
check,endpoint,slack [ps],start,cells past startpoint
setup / recovery,x[7],300,pixel[0],14
hold / removal,circle_num[0]$_DFFE_PN1P_,560,circle_num[0]$_DFFE_PN1P_,2
setup reg to reg,crit[8]$_DFFE_PN0P_,3830,offsety[0]$_DFFE_PN0P_,15
hold reg to reg,circle_num[0]$_DFFE_PN1P_,560,circle_num[0]$_DFFE_PN1P_,2
max in group asynchronous,circle_num[0]$_DFFE_PN1P_,5170,resetb,2
min in group asynchronous,crit[7]$_DFFE_PN0P_,1490,resetb,2
==> metrics by stage <==
step	hold slack [ps]	instance area [µm²]	setup WS, ps	util (%)
finish	560	4420	302	57.2
global route	625	4420	47.6	57.2
detailed placement	548	4360	318	56.5
floorplan	509	3980	1440	-
global placement	545	4360	388	56.5
CTS	561	4420	309	57.2
==> logic make-up (layout without fill, tap and decap cells) <==
kind of cell / Yosys count / count (layout) / synth area share, %
flip-flops: 28 / 28 / 17.6
AND-OR/OR-AND: 154 / 154 / 25.0
multiplexers: 9 / 9 / 2.42
adder cells (fa/ha/maj): 49 / 49 / 16.1
XOR/XNOR: 41 / 41 / 9.83
AND/OR/NAND/NOR: 176 / 176 / 22.2
buffers and inverters: 61 / 81 / 6.81
==> cells in the final DEF (no fill, tap or decap), types with 5 or more instances in the layout <==
cell type        Yosys  final
a31oi_1              5      5
buf_4                2      6
xnor2_1             26     26
and2_1               7      7
a21oi_1             32     32
o31ai_1              5      5
ha_1                44     44
o311ai_0             7      7
nand3_1              7      7
clkdlybuf4s50_1      0     34
o21a_1               5      5
xor2_1              13     13
inv_1               37     37
nand2_1             40     40
a21o_1              11     11
o22ai_1              8      8
nor2b_1              7      7
nor2_1              55     55
nand2b_1             8      8
nor3_1              23     23
o21ai_0             47     47
mux2i_1              6      6
dfrtp_1             27     27
Power is estimated from default activity; no workload was simulated.
