$ cat /design/flow/run.sh
#!/bin/bash
# OpenROAD 26Q1-2900-gdf79404cd8, Yosys 0.63+post, stock flow scripts
make -C /OpenROAD-flow-scripts/flow DESIGN_CONFIG=/design/flow/config.mk WORK_HOME=/design/flow/orfs finish
$ cat /design/flow/config.mk
export PLATFORM = sky130hd
export DESIGN_NAME = datapath_clear
export DESIGN_NICKNAME = datapath_clear
export VERILOG_FILES = /design/flow/design.v
export SDC_FILE = /design/flow/constraint.sdc
export NUM_CORES = 4
export LEC_CHECK = 1
export CORE_AREA = 10 10 81 81
export DIE_AREA = 0 0 91 91
$ cat /design/flow/constraint.sdc
current_design datapath_clear

set clk_period 2.5
set clk_io_pct 0.2

create_clock -name clk0 -period $clk_period [get_ports {clock}]

set non_clock_inputs [all_inputs -no_clocks]
set_input_delay [expr $clk_period * $clk_io_pct] -clock clk0 $non_clock_inputs
set_output_delay [expr $clk_period * $clk_io_pct] -clock clk0 [all_outputs]
$ cat /design/flow/design.v
module datapath_clear(clock, resetb, initx, inity, loadx, loady,  xdone, ydone, x, y, colour);
	input clock, initx, inity, loadx, loady, resetb;
	output xdone, ydone;
	output reg [7:0] x;
	output reg [6:0] y;
	output [2:0] colour;
	wire [7:0] xnext, xplus1;
	wire [6:0] ynext, yplus1;
	assign xnext = (initx == 1) ? 0 : xplus1;
	assign ynext = (inity == 1) ? 0 : yplus1;
	assign xdone = (x == 160) ? 1 : 0;
	assign ydone = (y == 120) ? 1 : 0;
	assign xplus1 = x + 1;
	assign yplus1 = y + 1;
	assign colour = 0;
	always_ff @(posedge clock, negedge resetb) begin
		if(resetb == 0) begin
			x = 0;
			y = 0;
		end
		else begin 
			if(loadx == 1)
				x = xnext;
			if(loady == 1)
				y = ynext;
		end
	end	
endmodule
==> deck_impl_summary.md <==
Synthesis and Place & Route Summary

Synth
  • Yosys stat area: 877 um^2
  • Asr flop ratio synth: 100%
  • Ys Warns: 1
  • Post-synth tally of flip-flops with integrated enable: 0
  • Synth Seq Share: 42.8%
  • Leading cell type by number of instances after synthesis: dfrtp_1
  • Flops after synth: 15
  • Yosys cell types: 33
  • # Cells Yosys: 93
  • Syn Inst Count: 93
  • Post-synth top cells: 15 x dfrtp_1, 9 x inv_1, 8 x nand2_1
  • Most common reg cell: dfrtp_1
  • Area share, top type: 42.8%
  • Synth area leader: dfrtp_1
  • Cell area leaders: dfrtp_1 43%, ha_1 5.7%, o21ai_0 4.0%
  • Syn_area_per_cell: 9.43 um^2
  • Mapped Area: 877 um^2

Final timing
  • Fin. max-slew vios: 0
  • Final setup fails: 0
  • Post-route setup slack: 0.252 ns
  • Hold Slack: 0.545 ns
  • Setup Skew: 0.00317 ns
  • Post-layout min period: 2.25 ns
  • Maximum clock rate: 445 MHz
  • Setup TNS: 0 ns
  • Hold violation count in the final report: 0
  • Slew margin rel.: 51.6%
  • Unrepaired setup endpoints after global routing: false
  • Least-Margin Pin Slew: 0.724 ns
  • Final period util: 89.9%

Pwr
  • Power per cell area: 550 nW/um^2
  • Worst IR Drop VDD: 0.000269 V
  • Static Leak: 0.489 nW

Clock tree
  • Reg clk slew, reported paths: 0.06 ns
  • TritonCTS clock tree: done
  • CTS max path bufs: 2
  • Clk sinks: 15
  • Clk latency late pin: 0.25 ns
  • PostCTS Resize Cnt: 0
  • Setup repair bufs after CTS: 0
  • Hold Buf Count CTS: 0
  • H-tree depth: 1
  • Cts bufs inserted: 3
  • Clk root buf: clkbuf_8

Global route
  • Vias in the first global route: 658
  • Initial antenna violation count: 0
  • Largest net degree at the start of global routing: 16
  • Total GRT Usage: 4.80%
  • First-pass GRT wire length: 3320 um
  • Remaining Overflow, GRT: 0

Placed design
  • Final GP Congestion: 0.839
  • Pre-CTS setup slack: 0.501 ns
  • Post-DP HPWL: 1560 um
  • PortBufs: 22

Job
  • Max-cap viol count: 0
  • Number of logged tool warnings: 27

Route
  • Vias per inst: 3.97
  • Via Count: 726
  • Final ANT Viol Nets: 0
  • Drt drc: 0
  • Drt initial violations: 28
  • DR WL/cell: 11.4 um
  • DRT Pass-1 Iters: 4
  • Number of antenna repair diodes: 0
  • Routed WL: 2090 um

Critical path
  • Critical path capture point type: primary output
  • CP Data Arrival Time: 1.75 ns
  • R2R cell count: 4
  • Setup CP Type: flop to primary output
  • Worst Setup Start Kind: flop
  • Crit path max fanout: 5
  • Required time worst endpoint: 2.00 ns

Floorplan
  • Chip area: 8280 um^2
  • Init Core Util: 18.2%
  • Ports: 26
  • Die Y: 91 um
  • Num rows: 25
  • Core ar.: 4820 um^2
  • Die Wd: 91 um

Worst hold path
  • Min-delay worst type: flop to flop
  • Hold path cells: 2

Layout
  • Fraction of layout instances using a drive strength above 1: 6.90%
  • Area Overhead vs Synth: 37.4%

Outcome
  • Status: finished, final reports clean
[path summary, 6_finish.rpt]
path / from / end / slack [ns]
setup / recovery: x[0]$_DFFE_PN0P_ / xdone / 0.25
max in group asynchronous: resetb / x[3]$_DFFE_PN0P_ / 1.36
setup reg to reg: y[1]$_DFFE_PN0P_ / y[6]$_DFFE_PN0P_ / 1.19
hold / removal: y[6]$_DFFE_PN0P_ / y[6]$_DFFE_PN0P_ / 0.54
min in group asynchronous: resetb / y[6]$_DFFE_PN0P_ / 0.68
hold reg to reg: y[6]$_DFFE_PN0P_ / y[6]$_DFFE_PN0P_ / 0.54
[layout make-up]
type                    count  area [um^2]
fillers                   535         3610
multi-input cells          65          439
flip-flops and latches     15          375
repair buffers             23          228
well taps                  67         83.8
clock buffers               4         45.0
inverters                   9         33.8
[per-stage QoR]
stage / area (um^2) / power, mW / cells / util, %
finish: 1200 / 0.663 / 183 / 25.0
global route: 1200 / 0.712 / 183 / 25.0
CTS: 1200 / 0.677 / 183 / 25.0
detailed placement: 1160 / 0.473 / 179 / 24.1
global placement: 1160 / 0.472 / 179 / 24.1
floorplan: 885 / 0.381 / 95 / -
[logic make-up (layout without fill, tap and decap cells)]
group	Yosys count	in the layout	synth area share, %
AND-OR/OR-AND	18	18	12.6
adder cells (fa/ha/maj)	4	4	5.71
buffers and inverters	15	36	7.99
other	1	3	0.428
XOR/XNOR	2	2	2.00
multiplexers	5	5	5.99
AND/OR/NAND/NOR	33	33	22.5
flip-flops	15	15	42.8
[metal layers]
layer  vias to the layer above  global-route usage, %  wire length, um
li1                        365                      -                -
met4                         0                  0.261               12
met5                         -                      0                0
met3                         2                   3.15              255
met1                       337                   6.34              992
met2                        22                   6.74              831
[layout by cell type (no fill, tap or decap), drive strengths merged, types with 3 or more instances in the layout]
cell type      count
conb               3
clkdlybuf4s50     22
nand3              4
or3                3
nand4              5
inv                9
ha                 4
o21ai              7
mux2i              3
clkbuf             4
o22ai              4
dfrtp             15
nand2              8
[critical path, cell delays in order (launching register included)]
cell and delay [ns]:
dfrtp_1 0.42, inv_1 0.09, ha_1 0.14, nand4_1 0.09, nor4b_1 0.25, clkdlybuf4s50_1 0.52
[report_power, final]
part,switching [mW],internal [mW]
clock network,0.0847,0.113
logic,0.0548,0.0960
registers,0.0426,0.272
[sequential cells by signal (all words and copies together), names as in the netlist]
name  cells
y         7
x         8
No activity file was given, so power comes from the tool's default toggle rates.
